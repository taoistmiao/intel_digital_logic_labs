File: /design/flow/constraint.sdc
current_design part5

set clk_period 1.5
set clk_io_pct 0.2

create_clock -name clk0 -period $clk_period

set non_clock_inputs [all_inputs -no_clocks]
set_input_delay [expr $clk_period * $clk_io_pct] -clock clk0 $non_clock_inputs
set_output_delay [expr $clk_period * $clk_io_pct] -clock clk0 [all_outputs]
File: /design/flow/run.sh
#!/bin/bash
# OpenROAD 26Q1-2900-gdf79404cd8, Yosys 0.63+post, stock flow scripts
make -C /OpenROAD-flow-scripts/flow DESIGN_CONFIG=/design/flow/config.mk WORK_HOME=/design/flow/orfs finish
File: /design/flow/design.v
`default_nettype none
module char_7seg(
    input logic [1:0] C,
    output logic [6:0] D
);
assign D[0] = C[1] | ~C[0];
assign D[1] = (C[1] | C[0]) & (~C[1] | C[0]);
assign D[2] = (C[1] | C[0]) & (~C[1] | C[0]);
assign D[3] = (C[1] | C[0]) & (C[1] | ~C[0]);
assign D[4] = (C[1] | C[0]) & (C[1] | ~C[0]);
assign D[5] = C[1] | ~C[0];
assign D[6] = (C[1] | C[0]) & (C[1] | ~C[0]);
endmodule
`default_nettype none
module mux_2bit_4to1(
    input logic [1:0] S, U, V, W, X,
    output logic [1:0] M
);
assign M = (S == 2'b00) ? U : (S == 2'b01) ? V : (S == 2'b10) ? W : X;
endmodule
`default_nettype none
module part5 (
    input logic [9:0] SW,
    output logic [9:0] LEDR,
    output logic [6:0] HEX0, HEX1, HEX2, HEX3
);
logic [1:0] M0, M1, M2, M3;
mux_2bit_4to1 MUX0 (
    .S(SW[9:8]+2'd3),
    .U(SW[7:6]),
    .V(SW[5:4]),
    .W(SW[3:2]),
    .X(SW[1:0]),
    .M(M0)
);
char_7seg H0 (
    .C(M0),
    .D(HEX0)
);
mux_2bit_4to1 MUX1 (
    .S(SW[9:8]+2'd2),
    .U(SW[7:6]),
    .V(SW[5:4]),
    .W(SW[3:2]),
    .X(SW[1:0]),
    .M(M1)
);
char_7seg H1 (
    .C(M1),
    .D(HEX1)
);
mux_2bit_4to1 MUX2 (
    .S(SW[9:8]+2'd1),
    .U(SW[7:6]),
    .V(SW[5:4]),
    .W(SW[3:2]),
    .X(SW[1:0]),
    .M(M2)
);
char_7seg H2 (
    .C(M2),
    .D(HEX2)
);
mux_2bit_4to1 MUX3 (
    .S(SW[9:8]),
    .U(SW[7:6]),
    .V(SW[5:4]),
    .W(SW[3:2]),
    .X(SW[1:0]),
    .M(M3)
);
char_7seg H3 (
    .C(M3),
    .D(HEX3)
);
endmodule
File: /design/flow/config.mk
export PLATFORM = sky130hd
export DESIGN_NAME = part5
export DESIGN_NICKNAME = part5
export VERILOG_FILES = /design/flow/design.v
export SDC_FILE = /design/flow/constraint.sdc
export NUM_CORES = 4
export LEC_CHECK = 1
export CORE_AREA = 10 10 70 70
export DIE_AREA = 0 0 80 80
==> impl_metrics.env <==
# physical design summary
export IMPL_seq_cells=0
export IMPL_die_h_microns=80
export IMPL_cts_hold_buffers=0
export IMPL_ff_latch_area_sq_um=0
export IMPL_post_route_cells_drive_above_1_share_pct=86.1
export IMPL_finalClockPeriodUsage_pct=111
export IMPL_met1_length_microns=484
export IMPL_worstPathRequired_ps=1200
export IMPL_report_final_slew_viol_count=0
export IMPL_die_area_sq_mm=0.00640
export IMPL_finalHoldViolCount=0
export IMPL_final_common_cell="buf_6"
export IMPL_grt_overflow=0
export IMPL_area_leaders="buf_4, mux4_2, nand2b_1"
export IMPL_n_clock_buffer=0
export IMPL_status="complete, but fails checks"
export IMPL_rsz0062_at_grt="true"
export IMPL_drcViolationCount=0
export IMPL_drtIter0Drc=1
export IMPL_synth_warnings=10
export IMPL_vias_per_cell=3.15
export IMPL_cpMaxStageDelayCell="mux4_2"
export IMPL_fmax_ghz=0.598
export IMPL_violations="setup timing"
export IMPL_top_area_share_pct=45.7
export IMPL_critical_path_buf_inv_count=4
export IMPL_n_fill_cell=367
export IMPL_p_leak_nw=0.424
export IMPL_ys_seq_share_pct=0
export IMPL_wl_per_cell_microns=11.9
export IMPL_insertedDiodeCount=0
export IMPL_peakVddDrop_uv=117
export IMPL_cp_max_fo=4
export IMPL_path_class="in2out"
export IMPL_synth_area_per_cell_sq_um=10.4
export IMPL_fp_util_pct=12.5
export IMPL_warnings=34
export IMPL_hp_class="in2out"
export IMPL_synth_cells=41
export IMPL_ant_nets=0
export IMPL_stdcell_area_sq_um=870
export IMPL_fin_crit_ps=1670
export IMPL_ys_cells=41
export IMPL_grt_use_total_pct=4.13
export IMPL_cp_top_family="multiplexers"
export IMPL_hold_ws_ps=1060
export IMPL_portBuffers=38
export IMPL_p_per_area_mw_per_mm2=395
export IMPL_post_route_worst_setup_slack_ps=-172
export IMPL_path_cells="buf_8 -> buf_6 -> mux4_2 -> buf_6 -> nand2b_4 -> buf_6"
export IMPL_timing_critical_path_mode_cell="buf_6"
export IMPL_die_w_microns=80
export IMPL_dr_pass1_iters=3
export IMPL_io_pins=48
export IMPL_hold_depth=3
export IMPL_maxCapViolCount=0
export IMPL_synth_cell_type_count=5
export IMPL_grt_pass1_vias=422
export IMPL_gp_congestion=0.815
export IMPL_synthesis_area_sq_um=427
export IMPL_grt_start_max_net_pins=6
export IMPL_num_rows=21
export IMPL_layout_top_cells="buf_6, buf_2, conb_1"
export IMPL_wl_met3_microns=229
export IMPL_end_kind="output pin"
export IMPL_antenna_found_initial=0
export IMPL_cp_depth=6
export IMPL_grt_pass1_wl_microns=2140
export IMPL_area_growth_pct=104
export IMPL_worstPathArrival_ps=1370
export IMPL_yosys_area_sq_um=427
export IMPL_place_hpwl_microns=1320
export IMPL_slowest_delay_ps=520
export IMPL_core_area_sq_mm=0.00342
export IMPL_power_mw=0.344
export IMPL_startpoint_type="primary input"
export IMPL_drt_total_wl_microns=1480
export IMPL_top_layer="met3"
export IMPL_dpl_instance_area_sq_um=733
export IMPL_dr_wl_met2_microns=770
export IMPL_vias=394
export IMPL_fin_util_pct=25.5
export IMPL_synth_area_leader_cell="buf_4"
export IMPL_setup_violations=20
kinds of logic (layout without fill, tap and decap cells):
logic type | count (synthesis) | count (layout) | synth area share (%)
mux | 8 | 8 | 42.2
buf+inv | 28 | 57 | 51.0
other cells | 1 | 10 | 0.879
simple gates | 4 | 4 | 5.86
path summary, 6_finish.rpt:
path	endpoint	from	slack [ps]
setup / recovery	HEX2[5]	SW[8]	-170
hold / removal	HEX1[2]	SW[2]	1060
Yosys cell counts, drive strengths merged:
| cell | number |
|---|---|
| nand2b | 4 |
| conb | 1 |
| mux4 | 8 |
| buf | 28 |
what timing repair did:
| item | in CTS | in global routing |
|---|---|---|
| buffers inserted | 11 | 2 |
| endpoints found under the hold margin | 0 | 0 |
| gates resized | 156 | 12 |
| setup endpoints to repair | 28 | 22 |
per-stage QoR:
step	std cells	setup WS, ps	setup TNS (ps)
5_1_grt	125	-209	-2320
4_1_cts	124	-197	-1780
6_report	125	-172	-1530
3_3_place_gp	113	-893	-22180
3_5_place_dp	113	-920	-22410
2_1_floorplan	50	5.71	0
cell type report:
type,instances,area (sq um),share of cell area [%]
tap,46,57.6,6.62
timing repair buffer,57,539,62.0
multi-input combinational,22,273,31.4
metal layers:
metal,up-vias,track usage (%)
met5,-,0
met4,0,0
met3,0,2.39
met2,27,7.38
met1,180,4.34
li1,187,-
where the power goes:
group	leakage [nW]	total (mW)	internal, mW	switching, mW
logic	0.424	0.344	0.250	0.0941
clock network	0	0	0	0
registers	0	0	0	0
Power is estimated from default activity; no workload was simulated.
