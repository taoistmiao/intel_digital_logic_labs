<file path="/design/flow/run.sh">
#!/bin/bash
# OpenROAD 26Q1-2900-gdf79404cd8, Yosys 0.63+post, stock flow scripts
make -C /OpenROAD-flow-scripts/flow DESIGN_CONFIG=/design/flow/config.mk WORK_HOME=/design/flow/orfs finish
</file>
<file path="/design/flow/config.mk">
export PLATFORM = sky130hd
export DESIGN_NAME = full_adder_n
export DESIGN_NICKNAME = full_adder_n
export VERILOG_FILES = /design/flow/design.v
export SDC_FILE = /design/flow/constraint.sdc
export NUM_CORES = 4
export LEC_CHECK = 1
export CORE_AREA = 10 10 70 70
export DIE_AREA = 0 0 80 80
</file>
<file path="/design/flow/constraint.sdc">
current_design full_adder_n

set clk_period 2.9
set clk_io_pct 0.2

create_clock -name clk0 -period $clk_period

set non_clock_inputs [all_inputs -no_clocks]
set_input_delay [expr $clk_period * $clk_io_pct] -clock clk0 $non_clock_inputs
set_output_delay [expr $clk_period * $clk_io_pct] -clock clk0 [all_outputs]
</file>
<file path="/design/flow/design.v">
`default_nettype none
module full_adder_1 (
    input logic a, b, ci,
    output logic s, co
);
    assign s = ^{a, b, ci};
    assign co = (a ^ b) ? ci : b;
endmodule
`default_nettype none
module full_adder_n 
#(
    parameter N = 4
)
(
    input logic [N-1:0] a, b,
    input logic ci,
    output logic [N-1:0] s,
    output logic co
);
    logic [N:0] c;
    assign c[0] = ci;
    assign co = c[N];
    genvar i;
    generate
        for (i=0; i<N; i=i+1) begin: adders
            full_adder_1 adder (
                .a(a[i]),
                .b(b[i]),
                .ci(c[i]),
                .s(s[i]),
                .co(c[i+1])
            );
        end
    endgenerate
endmodule
</file>
==> impl_metrics.tcl <==
# implementation run metrics
set metrics [dict create \
    yosysSeqAreaShare_pct 0 \
    yosys_area_um2 154 \
    ant_nets 0 \
    relSlewSlack_pct 86.5 \
    fillers 401 \
    finalHoldViolations 0 \
    yosys-top-cells-count "8 x xnor2_1, 4 x buf_4, 3 x maj3_2" \
    finalSetupViolCount 0 \
    portBuffers 14 \
    synth_top_cell_by_area "xnor2_1" \
    track_usage_pct 1.66 \
    cp_cell_sequence "dlygate4sd2_1, maj3_2, maj3_2, maj3_2, xnor2_1, dlygate4sd2_1" \
    clock_buffers 0 \
    critical-path-max-stage-delay_ns 0.38 \
    rsz0062_at_grt "false" \
    wirelength_um 532 \
    powerDensity_nw_per_um2 178 \
    met1_usage_pct 1.98 \
    fin_crit_ns 2.80 \
    cp.required_ns 2.32 \
    synth.avg_cell_area_um2 8.10 \
    placementRows 21 \
    finalCritPeriodShare_pct 96.7 \
    area_growth_pct 137 \
    grt_pass1_vias 195 \
    leakage_nw 0.119 \
    grtUsageMet2_pct 2.81 \
    ctsHoldBuffers 0 \
    finalWorstSetupSlack_ns 0.0969 \
    top_usage_layer "met2" \
    nFlopsAndLatches 0 \
    drc 0 \
    area_leaders "xnor2_1 46%, maj3_2 22%, buf_4 20%" \
    netlist_instances 19 \
    max_cap_violations 0 \
    boundaryPins 14 \
    dp_cells 81 \
    holdWs_ns 1.97 \
    path_max_fanout 4 \
    yosysUniqueCellTypes 7 \
    globalplace.congestion 0.728 \
    hp-class "in -> out" \
    n_antenna_cell 0 \
    end_kind "primary output" \
    avgViaCountPerCell 2.21 \
    critical_path_class "in -> out" \
    grt_use_met3_pct 0.795 \
    cp-startpoint "ci" \
    drt_first_pass_iters 2 \
    instances_no_fill 80 \
    yosys.area.top_type_share_pct 45.5 \
    grt_pass1_wl_um 876 \
    dr.first_iter.drc_count 1 \
    fp.dieArea_um2 6400 \
    grt_max_degree 5 \
    tool_warnings 32 \
    yosysCellCount 19 \
    drive_gt1_share_pct 29.4 \
    yosysWarnings 0 \
    vias 177 \
    crit_top_cell "maj3_2" \
    die_x_um 80 \
    comb_area_um2 134 \
    syn-cell-area_um2 154 \
    initCoreUtil_pct 4.51 \
    top_cell "xnor2_1" \
    start_kind "input pin" \
    peakVddDrop_uv 61.8 \
    tightest_slew_ns 0.201 \
    status "complete, no violations" \
    endpoint "s[3]" \
    seqCellArea_um2 0 \
    finalMaxSlewViolations 0 \
    p_total_w 0.0000648 \
    fmax_ghz 0.357 \
    antenna_found_initial 0 \
    place_ws_ns -0.312 \
    worstPathArrival_ns 2.22 \
    overflow 0 \
    slowest_stage "maj3_2" \
    die_height_um 80 \
    post_drt_wl_per_cell_um 6.65 \
    core_area_um2 3420 \
]
==> cell type report <==
| cell class | count | area share [%] |
|---|---|---|
| tap | 46 | 15.8 |
| multi-input combinational | 15 | 36.8 |
| timing repair buffer | 19 | 47.4 |
==> power by group <==
part | internal, W | total (W) | leakage, nW | switching [W]
clock | 0 | 0 | 0 | 0
combinational | 0.0000454 | 0.0000648 | 0.119 | 0.0000194
sequential | 0 | 0 | 0 | 0
total | 0.0000454 | 0.0000648 | 0.119 | 0.0000194
==> metrics by stage <==
stage	utilization (%)	cell area [um2]	setup TNS, ns
floorplan	-	154	0
global placement	10.7	367	-0.521
detailed placement	10.7	367	-0.610
CTS	10.6	362	0
global route	10.7	364	0
finish	10.7	364	0
==> critical path: cells and delay by family <==
kind | cells | cell delay, ns
fa+ha+maj | 3 | 1.03
xor+xnor | 1 | 0.12
buf+inv | 2 | 0.50
==> metal layers <==
metal,share of wire [%],vias to the layer above
li1,-,90
met1,43,75
met2,39,12
met3,18,0
met4,0,0
met5,0,-
==> logic make-up after synthesis <==
logic type / after synthesis / synth area share, %
adders and majority gates: 3 / 21.9
buffers and inverters: 4 / 19.5
AOI/OAI and AO/OA: 3 / 10.6
xor gates and xnor gates: 8 / 45.5
and+or+nand+nor: 1 / 2.44
==> placed cells by master (no fill, tap or decap) <==
| cell type | Yosys | layout |
|---|---|---|
| clkdlybuf4s50_1 | 0 | 10 |
| a21oi_2 | 0 | 1 |
| buf_4 | 4 | 5 |
| nand2_1 | 1 | 1 |
| dlygate4sd2_1 | 0 | 4 |
| o22ai_2 | 0 | 1 |
| o21ai_0 | 1 | 1 |
| xnor2_1 | 8 | 8 |
| maj3_2 | 3 | 3 |
==> worst min path at each step <==
stage | start | to | slack (ns) | cells past startpoint
after CTS | a[0] | s[0] | 1.98 | 4
after global routing | a[0] | s[0] | 2.02 | 4
final | a[0] | s[0] | 1.97 | 4
==> repair_timing <==
action	in CTS	in global routing
gates resized	4	2
setup buffers	0	0
setup endpoints to repair	3	1
pin swaps	2	2
No activity file was given, so power comes from the tool's default toggle rates.
