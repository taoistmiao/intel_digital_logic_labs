**flow/design.v**
```verilog
`default_nettype none
module char_7seg(
    input logic [1:0] C,
    output logic [6:0] D
);
assign D[0] = C[1] | ~C[0];
assign D[1] = (C[1] | C[0]) & (~C[1] | C[0]);
assign D[2] = (C[1] | C[0]) & (~C[1] | C[0]);
assign D[3] = (C[1] | C[0]) & (C[1] | ~C[0]);
assign D[4] = (C[1] | C[0]) & (C[1] | ~C[0]);
assign D[5] = C[1] | ~C[0];
assign D[6] = (C[1] | C[0]) & (C[1] | ~C[0]);
endmodule
`default_nettype none
module mux_2bit_6to1(
    input logic [2:0] S,
    input logic [1:0] U, V, W, X, Y, Z,
    output logic [1:0] M
);
assign M = (S == 3'b000) ? U : (S == 3'b001) ? V : (S == 3'b010) ? W : 
                (S == 3'b011) ? X : (S == 3'b100) ? Y : Z;
endmodule
`default_nettype none
module part6 (
    input logic [9:0] SW,
    output logic [9:0] LEDR,
    output logic [6:0] HEX0, HEX1, HEX2, HEX3, HEX4, HEX5
);
logic [1:0] M0, M1, M2, M3, M4, M5;
mux_2bit_6to1 MUX0 (
    .S(SW[9:7]),
    .U(SW[1:0]),  
    .V(SW[1:0]),  
    .W(SW[1:0]),  
    .X(2'b00),  
    .Y(SW[5:4]),  
    .Z(SW[3:2]),  
    .M(M0)
);
char_7seg H0 (
    .C(M0),
    .D(HEX0)
);
mux_2bit_6to1 MUX1 (
    .S(SW[9:7]),
    .U(SW[3:2]),
    .V(SW[1:0]),
    .W(SW[1:0]),
    .X(SW[1:0]),
    .Y(2'b00),
    .Z(SW[5:4]),
    .M(M1)
);
char_7seg H1 (
    .C(M1),
    .D(HEX1)
);
mux_2bit_6to1 MUX2 (
    .S(SW[9:7]),
    .U(SW[5:4]),
    .V(SW[3:2]),
    .W(SW[1:0]),
    .X(SW[1:0]),
    .Y(SW[1:0]),
    .Z(2'b00),
    .M(M2)
);
char_7seg H2 (
    .C(M2),
    .D(HEX2)
);
mux_2bit_6to1 MUX3 (
    .S(SW[9:7]),
    .U(2'b00),
    .V(SW[5:4]),
    .W(SW[3:2]),
    .X(SW[1:0]),
    .Y(SW[1:0]),
    .Z(SW[1:0]),
    .M(M3)
);
char_7seg H3 (
    .C(M3),
    .D(HEX3)
);
mux_2bit_6to1 MUX4 (
    .S(SW[9:7]),
    .U(SW[1:0]),
    .V(2'b00),
    .W(SW[5:4]),
    .X(SW[3:2]),
    .Y(SW[1:0]),
    .Z(SW[1:0]),
    .M(M4)
);
char_7seg H4 (
    .C(M4),
    .D(HEX4)
);
mux_2bit_6to1 MUX5 (
    .S(SW[9:7]),
    .U(SW[1:0]),
    .V(SW[1:0]),
    .W(2'b00),
    .X(SW[5:4]),
    .Y(SW[3:2]),
    .Z(SW[1:0]),
    .M(M5)
);
char_7seg H5 (
    .C(M5),
    .D(HEX5)
);
endmodule
```
**flow/run.sh**
```bash
#!/bin/bash
# OpenROAD 26Q1-2900-gdf79404cd8, Yosys 0.63+post, stock flow scripts
make -C /OpenROAD-flow-scripts/flow DESIGN_CONFIG=/design/flow/config.mk WORK_HOME=/design/flow/orfs finish
```
**flow/config.mk**
```make
export PLATFORM = sky130hd
export DESIGN_NAME = part6
export DESIGN_NICKNAME = part6
export VERILOG_FILES = /design/flow/design.v
export SDC_FILE = /design/flow/constraint.sdc
export NUM_CORES = 4
export LEC_CHECK = 1
export CORE_AREA = 10 10 70 70
export DIE_AREA = 0 0 80 80
```
**flow/constraint.sdc**
```tcl
current_design part6

set clk_period 2.7
set clk_io_pct 0.2

create_clock -name clk0 -period $clk_period

set non_clock_inputs [all_inputs -no_clocks]
set_input_delay [expr $clk_period * $clk_io_pct] -clock clk0 $non_clock_inputs
set_output_delay [expr $clk_period * $clk_io_pct] -clock clk0 [all_outputs]
```
==> flow_metrics.env <==
# yosys + openroad results
export IMPL_crit_required_ps=2160
export IMPL_ys_area_um2=714.4
export IMPL_antenna_found_initial=0
export IMPL_warnings=33
export IMPL_wl_met1_um=982
export IMPL_p_leak_uw=0.0005359
export IMPL_postSynthAreaPerCell_um2=7.217
export IMPL_top_cells_by_count="buf_4 (34), o211ai_1 (7), buf_2 (4), inv_1 (4), o21ai_0 (4)"
export IMPL_area_growth_pct=76.18
export IMPL_wire_per_inst_um=12.71
export IMPL_synth_largest_area_cell="buf_4"
export IMPL_wirelength_um=2376
export IMPL_ys_cells=99
export IMPL_end_kind="output port"
export IMPL_ys_warn_count=10
export IMPL_io_buffers=51
export IMPL_grt_usage_pct=6.724
export IMPL_coreArea_mm2=0.003416
export IMPL_grt_pass1_vias=743
export IMPL_firstDrtPassIters=4
export IMPL_overflow=0
export IMPL_period_needed_ps=2622
export IMPL_netlist_area_um2=714.4
export IMPL_dp_hpwl_um=2057
export IMPL_worst_ep_arrival_time_ps=2080
export IMPL_drive_above_1_share_pct=24.82
export IMPL_cts_hold_buffers_added=0
export IMPL_grt_max_degree=12
export IMPL_grt_pass1_wl_um=3650
export IMPL_ant_nets=0
export IMPL_die_width_um=80
export IMPL_criticalPathCategory="in2out"
export IMPL_num_vias=767
export IMPL_hp_class="in2out"
export IMPL_seqCellArea_um2=0
export IMPL_power_uw=226.9
export IMPL_yosysTopAreaCellShare_pct=35.73
export IMPL_peakVddDrop_mv=0.06286
export IMPL_status="finished, final reports clean"
export IMPL_syn_inst=99
export IMPL_fill_cells=342
export IMPL_drcViolationCount=0
export IMPL_dr_wl_met2_um=1083
export IMPL_place_congestion=0.8404
export IMPL_cap_violations=0
export IMPL_crit_fanout=6
export IMPL_slew_viol_final=0
export IMPL_dieArea_mm2=0.006400
export IMPL_pin_count=62
export IMPL_fin_setup_tns_ps=0
export IMPL_powerDensity_mw_per_mm2=180.3
export IMPL_row_count=21
export IMPL_highest_layer="met3"
export IMPL_fp_dieH_um=80
export IMPL_synth_cell_types=36
export IMPL_diodes=0
export IMPL_avgViaCountPerCell=4.102
export IMPL_fp_util_pct=20.92
export IMPL_wl_met3_um=310
export IMPL_synth_most_common_cell="buf_4"
export IMPL_drt_iter0_drc=38
export IMPL_synth_seq_share_pct=0
export IMPL_startpoint_type="primary input"
export IMPL_period_used_pct=97.11
export IMPL_setup_viol=0
export IMPL_fmax_mhz=381.4
export IMPL_synthTopCellsByArea="buf_4 (36%), o211ai_1 (7.4%), buf_6 (3.2%), o21a_1 (3.2%), a221o_1 (2.8%)"
export IMPL_seq_cells=0
export IMPL_clkbuf_count=0
export IMPL_finalHoldViolCount=0
[cell usage in the layout (no fill, tap or decap), types with 2 or more instances in the layout]
cell type	n
mux2i_1	2
inv_1	4
a221o_1	2
a21oi_1	2
o21ai_1	2
nand2b_1	2
nor2b_1	2
nor2_1	3
o21ai_0	2
clkdlybuf4s50_1	40
buf_4	17
o211ai_1	7
dlygate4sd2_1	4
buf_6	4
dlymetal6s2s_1	4
nand2_1	3
o21a_1	3
conb_1	10
[stage by stage]
stage	std cells	worst slack [ps]	hold WS, ps	utilization (%)	cell area, µm²
3_5_place_dp	186	-264.0	2215	34.43	1176
4_1_cts	187	17.18	1892	35.16	1201
3_3_place_gp	186	-244.7	2205	34.43	1176
2_1_floorplan	108	682.7	1185	-	748.2
6_report	187	78.11	1731	36.85	1259
5_1_grt	187	-8.952	1804	36.85	1259
[final cells by class]
class | count | area [µm²] | share of cell area [%]
timing repair buffer | 73 | 689.4 | 54.77
multi-input combinational | 64 | 496.7 | 39.46
tap | 46 | 57.56 | 4.573
inverter | 4 | 15.01 | 1.193
[final timing paths]
| check | start | to | cells after the start |
|---|---|---|---|
| worst max-delay path | SW[8] | HEX1[5] | 6 |
| worst min-delay path | SW[9] | HEX0[0] | 5 |
[routing by layer]
metal	GRT usage (%)	vias up
li1	-	397
met1	8.520	335
met2	11.08	35
met3	2.614	0
met4	0.1761	0
met5	0	-
[timing repair]
action / in CTS / in global routing
pin swaps: 4 / 4
endpoints found under the setup margin: 42 / 30
resized: 15 / 18
gates cloned: 1 / 0
buffers inserted: 0 / 0
[kinds of logic after synthesis]
kind of cell    share of synthesized area, %
buf+inv                                43.78
mux                                    2.802
other cells                           0.5249
compound gates                         33.45
simple gates                           19.44
[worst max-delay path, cell delays in order]
cell and delay, ps:
clkdlybuf4s15_1 210, buf_6 150, or4b_4 520, o211ai_4 110, o211ai_1 120, clkdlybuf4s50_1 430
[power by group]
group	leakage, µW	internal, µW	switching [µW]	total [µW]
Combinational	0.000536	153	74.3	227
Clock	0	0	0	0
Sequential	0	0	0	0
Total	0.000536	153	74.3	227
No activity file was given, so power comes from the tool's default toggle rates.
